File: /design/flow/design.v
module DebounceSwitch #(
    parameter CLOCK_FREQ_HZ = 25_000_000,
    parameter DEBOUNCE_MS = 1000.0
)(
    input i_Clk,
    input i_Switch,
    output o_Switch
);
    localparam integer c_DEBOUNCE_LIMIT = CLOCK_FREQ_HZ * DEBOUNCE_MS / 1_000;
    reg[32:0] r_Count = 0;
    reg r_State = 1'b0;
    always @(posedge i_Clk) begin
        if (i_Switch !== r_State && r_Count < c_DEBOUNCE_LIMIT)
            r_Count <= r_Count + 1;
        else if (r_Count == c_DEBOUNCE_LIMIT) begin
            r_State <= i_Switch;
            r_Count <= 0;
        end else
            r_Count <= 0;
    end
    assign o_Switch = r_State;
endmodule
File: /design/flow/config.mk
export PLATFORM = sky130hd
export DESIGN_NAME = DebounceSwitch
export DESIGN_NICKNAME = DebounceSwitch
export VERILOG_FILES = /design/flow/design.v
export SDC_FILE = /design/flow/constraint.sdc
export NUM_CORES = 4
export LEC_CHECK = 1
export CORE_UTILIZATION = 30
File: /design/flow/run.sh
#!/bin/bash
# OpenROAD 26Q1-2900-gdf79404cd8, Yosys 0.63+post, stock flow scripts
make -C /OpenROAD-flow-scripts/flow DESIGN_CONFIG=/design/flow/config.mk WORK_HOME=/design/flow/orfs finish
File: /design/flow/constraint.sdc
current_design DebounceSwitch

set clk_period 3.8
set clk_io_pct 0.2

create_clock -name clk0 -period $clk_period [get_ports {i_Clk}]

set non_clock_inputs [all_inputs -no_clocks]
set_input_delay [expr $clk_period * $clk_io_pct] -clock clk0 $non_clock_inputs
set_output_delay [expr $clk_period * $clk_io_pct] -clock clk0 [all_outputs]
==> flow_summary.yaml <==
# implementation run metrics
cells_and_area:
  lay_top_cells: "33 x dfxtp_1, 12 x xor2_1, 12 x nor2_2, 9 x nand3_1"
  lay_top_count: "dfxtp_1"
  fillCellCount: 518
  final_cells: 234
  utilization_pct: 36.4
  area_growth_pct: 13.1
  final_area_sq_mm: 0.00177
  layout-drive-gt1-share_pct: 21.0
timing:
  fin_setup_tns_ns: 0
  fin_skew_ns: 0.00399
  holdWs_ns: 0.469
  slew_violations: 0
  finalWorstSetupSlack_ns: 1.85
  setup_violations: 0
  rsz0062_at_grt: "false"
  layout_min_cycle_time_ns: 1.95
  max_freq_mhz: 513
  hold_violations: 0
  period_used_pct: 51.3
logic_synthesis:
  yosysWarnings: 2
  ys_cells: 157
  yosys_area_sq_mm: 0.00157
  ys.flop_type: "dfxtp_1"
  syn_area_per_cell_sq_um: 9.99
  synthesis.area_sq_mm: 0.00157
  synth_cell_types: 34
  ys_ff: 34
  ys_seq_share_pct: 44.0
  synthArstFlopShare_pct: 0
  synth-edff-count: 1
  synthCells: 157
global_routing:
  grt_pass1_vias: 959
  antenna_found_initial: 0
  gr-usage-all-layers_pct: 10.4
  gr-total-overflow: 0
  grt_max_degree: 26
  grt_pass1_wl_mm: 4.39
pwr:
  clkPwrFrac_pct: 51.8
  p_per_area_mw_per_mm2: 429
  p_comb_share_pct: 0.4
  swShare_pct: 17.7
  p_int_uw: 627
  peakVddDrop_v: 0.000216
  power_leakage_nw: 0.549
  total_power_uw: 761
  pwr-share-seq_pct: 47.8
  p_sw_uw: 134
worst_setup_path:
  end_kind: "flop"
  cp.arrival_ns: 2.10
  critPathMaxFanout: 25
  path_class: "primary input to flop"
  cp-start-kind: "primary input"
  critPathRequiredTime_ns: 3.95
placement:
  dp.cells: 226
  dp_hpwl_mm: 1.72
  finalWeightedCongestion: 0.757
  pre_cts_ws_ns: 1.54
  dpl_cell_area_sq_mm: 0.00164
  portBuffers: 2
clock_tree:
  root_buffer: "clkbuf_8"
  cts-htree-levels: 2
  clkSlewWorstSetupHoldPaths_ns: 0.07
  cts_max_path_buffers: 2
  hold_buffers: 0
  cts_tree: "yes"
  clkLatencyLatePin_ns: 0.28
  cts_buffers: 5
  cts_setup_buffers: 0
  cts_resized: 0
  numClockSinks: 34
route:
  drc_errors: 0
  num_antenna_cells: 0
  viasPerCell: 4.68
  ant_nets: 0
  vias: 1094
  dr.pass1.iters: 4
  drt-total-wl_mm: 2.56
  drtIter0Drc: 36
  routedWlPerCell_um: 10.9
run:
  maxCapViolCount: 0
  warnings: 26
floorplanning:
  die_y_um: 74.3
  chipWidth_um: 74.3
  fp_util_pct: 32.2
  core_sq_mm: 0.00488
  chipArea_sq_mm: 0.00552
  rows: 25
  io-pin-count: 3
status:
  status: "completed"
hold_path:
  holdCritPathClass: "flop to flop"
-- critical path: stages --
cell	delay (ns)
clkdlybuf4s50_1	0.43
xor2_1	0.14
and4_1	0.22
o311ai_4	0.08
buf_4	0.40
a21oi_1	0.07
-- Yosys cell counts (5+ instances only) --
master | n | share of area [%]
o31ai_1 | 5 | 2.4
or3_1 | 6 | 2.4
dfxtp_1 | 33 | 42
o21ai_0 | 6 | 1.9
nand3_1 | 9 | 2.9
nand2_1 | 8 | 1.9
xor2_1 | 12 | 6.7
a21oi_2 | 7 | 3.9
a21oi_1 | 5 | 1.6
nand4_1 | 8 | 3.2
nor2_2 | 12 | 4.8
-- kinds of logic (layout without fill, tap and decap cells) --
kind of cell / after synthesis / in the layout / share of synthesized area [%]
compound gates: 24 / 24 / 11.5
xor+xnor: 13 / 13 / 7.26
fa+ha+maj: 2 / 2 / 1.59
buf+inv: 12 / 15 / 5.42
flops: 34 / 34 / 44.0
other cells: 1 / 8 / 0.239
simple gates: 71 / 71 / 30.0
-- layer usage --
| metal | up-vias | routed length, um | track usage, % |
|---|---|---|---|
| met2 | 15 | 1080 | 14.9 |
| li1 | 578 | - | - |
| met3 | 2 | 133 | 2.47 |
| met1 | 499 | 1330 | 16.4 |
| met4 | 0 | 9 | 1.47 |
| met5 | - | 0 | 0 |
-- path summary, 6_finish.rpt --
check	slack (ns)	start	depth (start not counted)	to
setup reg to reg	1.93	r_Count[0]	5	r_Count[22]
setup / recovery	1.85	i_Switch	6	r_Count[15]
hold / removal	0.47	r_Count[0]	1	r_Count[0]
hold reg to reg	0.47	r_Count[0]	1	r_Count[0]
-- state kept, by name, indices dropped and copies added, names as in the netlist --
name and count:
r_Count 33, r_State 1
-- power groups by stage --
stage	registers, mW	clock network (mW)	logic (mW)
4_1_cts	0.363	0.406	0.00325
5_1_grt	0.364	0.417	0.00378
6_report	0.363	0.394	0.00314
-- layout make-up --
type	instances	area [sq um]	area share (%)
inverter	4	15.0	0.846
tap	67	83.8	4.72
sequential	34	691	38.9
timing repair buffer	3	27.5	1.55
clock inverter	3	68.8	3.88
multi-input combinational	118	820	46.2
clock buffer	5	68.8	3.88
Power and IR drop assume default switching activity.
