$ cat design/flow/run.sh
#!/bin/bash
# OpenROAD 26Q1-2900-gdf79404cd8, Yosys 0.63+post, stock flow scripts
make -C /OpenROAD-flow-scripts/flow DESIGN_CONFIG=/design/flow/config.mk WORK_HOME=/design/flow/orfs finish
$ cat design/flow/config.mk
export PLATFORM = sky130hd
export DESIGN_NAME = Timer
export DESIGN_NICKNAME = Timer
export VERILOG_FILES = /design/flow/design.v
export SDC_FILE = /design/flow/constraint.sdc
export NUM_CORES = 4
export LEC_CHECK = 1
export CORE_AREA = 10 10 98 98
export DIE_AREA = 0 0 108 108
$ cat design/flow/constraint.sdc
current_design Timer

set clk_period 3.4
set clk_io_pct 0.2

create_clock -name clk0 -period $clk_period [get_ports {i_Clk}]

set non_clock_inputs [all_inputs -no_clocks]
set_input_delay [expr $clk_period * $clk_io_pct] -clock clk0 $non_clock_inputs
set_output_delay [expr $clk_period * $clk_io_pct] -clock clk0 [all_outputs]
$ cat design/flow/design.v
module Timer #(
    parameter CLOCK_FREQ_HZ = 25_000_000,
    parameter PERIOD = 1.0  
)(
    input i_Clk,
    output o_trigger
);
    localparam integer c_TIMER_CLOCK_COUNT = CLOCK_FREQ_HZ * PERIOD;
    reg[31:0] r_Count = 0;
    reg r_trigger = 1'b0;
    always @(posedge i_Clk) begin
        if (r_Count == c_TIMER_CLOCK_COUNT) begin
            r_trigger <= 1'b1;
            r_Count <= 0;
        end else begin
            r_trigger <= 1'b0;
            r_Count <= r_Count + 1;
        end
    end
    assign o_trigger = r_trigger;
endmodule
==> run notes <==
run metrics: Top Ports=2, Die Width=108 um, Slew Viols, Final=0, FILL cells=817, Clk pwr share=0.428, met1 WL=1.60 mm, Final Hold Fails=0, non-filler cells, final=279, postcts setup bufs=0, Top-area cell share=0.419, yosys cell count=173, Seq share, synth=0.419, cycle use final=0.622, Sw Pwr=129 uW, Synth-to-Final Area Change=12.1%, DPL Wire Length=2.20 mm, antenna viol nets, final=0, average cell area after synthesis=9.12 um2, Worst Path Arrival=2.26 ns, power share of the combinational group=0, chip area=0.0117 mm2, status=finished clean, Top Metal Used=met4, sw frac=0.191, Worst Skew=0.00339 ns, root buffer cell=clkbuf_8, Seq pwr share=0.572, min cycle time layout=2.11 ns, Overall Global Routing Usage=0.0573, tool warning count=26, YS chip area=0.00158 mm2, CP required=3.54 ns, Cell Type Count=38, iteration tally of the first detailed-router pass=4, yosys warning tally=2, WL met2=1.28 mm, hold_buf cts=0, setup_tns=0 ns, Static Leak=0.000601 uW, Crit Path Class=register to register, CP Max Fanout=10, clk slew on worst S/H paths=0.06 ns, H-tree Lvls=2, GP Congestion=0.910, top cells, area=dfxtp_1, xnor2_1, nand3_1, Slew @ Worst Pin=0.738 ns, P_int=547 uW, largest area contributor in the netlist=dfxtp_1, share of cells above drive strength 1=0.0847, Post-Synthesis Cells=173, grt ovf=0, initial antenna violation count=0, maximum VDD drop=0.0000981 V, Init Core Util=0.206, quantity of gates resized following cts=0, dpl cells=272, worst skew pair latency=0.28 ns, DRC=0, Finish-stage setup viols=0, clock sinks=33, initial DRC count=93, Pwr Density=382 mW/mm2, Synthesized registers=33, global-route wire length before repair=5.61 mm, Max Cap Violations=0, WL per Instance=11.1 um, most frequent logic cell in the layout=dfxtp_1, met3 wire len=200 um, largest net degree at the start of global routing=11, DIE HEIGHT=108 um, vias in the first global route=1197, row count=32, IO Port Bufs=1, Placeable Area=0.00765 mm2, DR vias=1248, CTS tree=yes, headroom to the max-slew limit=0.504, Top Layout Cells=dfxtp_1, nand3_1, xnor2_1, RSZ-0062 raised after global routing=no, HP Class=register to register, CTS max path bufs=2, wirelength, routed=3.10 mm, CTS Buf Count=5, Final Core Density=0.231, vias per cell=4.47, FMAX=473 MHz, crit end category=register, synthesized cell area=0.00158 mm2, # diodes=0, startpoint types=register
[layout make-up]
type / instances / area, um2 / area share
Multi-Input combinational cell: 131 / 861 / 0.487
Inverter: 4 / 15.0 / 0.00849
Clock buffer: 7 / 86.3 / 0.0488
Sequential cell: 33 / 661 / 0.374
Timing Repair Buffer: 2 / 17.5 / 0.00991
Tap cell: 102 / 128 / 0.0722
[sequential cells by signal, summed over array words and instances (netlist names)]
name / cells
r_Count: 32
r_trigger: 1
[path summary, 6_finish.rpt]
| check | cells after the start | slack (ns) | to | start |
|---|---|---|---|---|
| min | 1 | 0.47 | r_Count[31] | r_Count[31] |
| max reg2reg | 6 | 1.29 | r_Count[11] | r_Count[0] |
| max | 6 | 1.29 | r_Count[11] | r_Count[0] |
| min reg2reg | 1 | 0.47 | r_Count[31] | r_Count[31] |
[synth_stat cells, drive strengths merged]
master,n
nand3,17
o221ai,1
nor3b,1
o22ai,1
nor3,6
and4bb,1
o221a,1
inv,4
xor2,7
clkdlybuf4s15,1
nor2,12
o31ai,1
and2,2
and3,6
and4,7
a41oi,1
a211o,1
nand4,14
buf,3
nor2b,1
dfxtp,33
o21ai,4
ha,2
a21oi,6
clkbuf,1
or4,1
xnor2,15
nand2,10
or3,3
nor4,6
nor4b,2
nand2b,1
mux2i,1
[power by group through the flow]
stage	Combinational, uW	Clock [uW]	Sequential [uW]
4_1_cts	0.000291	301	386
5_1_grt	0.000291	320	386
6_report	0.000291	290	387
[critical path: stages (launching register included)]
cell	delay, ns
dfxtp_1	0.35
inv_1	0.07
ha_1	0.14
nor3b_1	0.23
nand4_1	0.36
nor3_2	0.71
nor2_1	0.11
[stage by stage]
stage	instance area [um2]	worst slack (ns)	total power (uW)	hold WS, ns
after global routing	1770	1.05	707	0.492
after CTS	1770	1.30	688	0.474
after global placement	1680	1.31	395	0.464
after detailed placement	1680	1.34	395	0.459
final	1770	1.29	676	0.468
after floorplan	1580	1.65	395	0.435
[per-layer routing]
metal / GRT usage / up-vias
li1: - / 648
met1: 0.0858 / 566
met2: 0.0802 / 31
met3: 0.0211 / 3
met4: 0.00382 / 0
met5: 0 / -
[logic make-up (layout without fill, tap and decap cells)]
logic type | after synthesis | after routing | share of synthesized area
simple gates | 90 | 90 | 0.336
flops | 33 | 33 | 0.419
buf+inv | 9 | 13 | 0.0357
mux | 1 | 1 | 0.00634
xor+xnor | 22 | 22 | 0.122
fa+ha+maj | 2 | 2 | 0.0159
compound gates | 16 | 16 | 0.0650
No activity file was given, so power comes from the tool's default toggle rates.
